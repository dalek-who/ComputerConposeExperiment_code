## flow/run.sh

```bash
#!/bin/bash
# OpenROAD 26Q1-2900-gdf79404cd8, Yosys 0.63+post, stock flow scripts
make -C /OpenROAD-flow-scripts/flow DESIGN_CONFIG=/design/flow/config.mk WORK_HOME=/design/flow/orfs finish
```

## flow/config.mk

```make
export PLATFORM = sky130hd
export DESIGN_NAME = reg_fpga
export DESIGN_NICKNAME = reg_fpga
export VERILOG_FILES = /design/flow/design.v
export SDC_FILE = /design/flow/constraint.sdc
export NUM_CORES = 4
export LEC_CHECK = 1
export CORE_UTILIZATION = 40
```

## flow/constraint.sdc

```tcl
current_design reg_fpga

set clk_period 4.4
set clk_io_pct 0.2

create_clock -name clk0 -period $clk_period [get_ports {clk}]

set non_clock_inputs [all_inputs -no_clocks]
set_input_delay [expr $clk_period * $clk_io_pct] -clock clk0 $non_clock_inputs
set_output_delay [expr $clk_period * $clk_io_pct] -clock clk0 [all_outputs]
```

## flow/design.v

```verilog
module seg_impl(
	input [3:0] num,
	output reg [6:0] seg
);
	always@(*) begin
		case(num)
			4'h0: seg = 7'b0000001;
			4'h1: seg = 7'b1001111;
			4'h2: seg = 7'b0010010;
			4'h3: seg = 7'b0000110;
			4'h4: seg = 7'b1001100;
			4'h5: seg = 7'b0100100;
			4'h6: seg = 7'b0100000;
			4'h7: seg = 7'b0001101;
			4'h8: seg = 7'b0000000;
			4'h9: seg = 7'b0000100;
			4'ha: seg = 7'b0001000;
			4'hb: seg = 7'b1100000;
			4'hc: seg = 7'b0110001;
			4'hd: seg = 7'b1000010;
			4'he: seg = 7'b0110000;
			4'hf: seg = 7'b0111000;
		endcase
	end
endmodule
module reg_file(
	input clk,
	input rst,
	input [5 - 1:0] waddr,
	input [5 - 1:0] raddr1,
	input [5 - 1:0] raddr2,
	input wen,
	input [32 - 1:0] wdata,
	output [32 - 1:0] rdata1,
	output [32 - 1:0] rdata2
);
	reg[32 - 1:0] ram [32 - 1:0];
	integer rst_ptr;
	always@(posedge clk)
	 begin
	 ram[0] <= 0; 
	 if(rst===1) 
	  begin
	   for( rst_ptr = 1 ; rst_ptr < 32 ; rst_ptr=rst_ptr+1 )
	       ram[rst_ptr]<=0;
	  end 
	 else if( wen===0) 
	           ;
	 else if( wen===1 && waddr===0) 
	           ;
	 else 
	       ram[waddr]<=wdata;  
	 end 
	 assign rdata1=ram[raddr1];
	 assign rdata2=ram[raddr2];
endmodule
module reg_fpga (   
	input clk,
	input [7:0] sw,
	input [1:0] btn,
	output [7:0] led,
	output [6:0] seg
);
	wire rst = btn[1];
	reg [1:0] raddr2;
	reg [31:0] clk_cnt;
	always@(posedge clk or posedge rst) begin
		if(rst) begin
			raddr2 <= 2'b0;
			clk_cnt <= 32'd0;
		end
		else begin
			clk_cnt <= (clk_cnt == 32'd50_000_000 ? 32'd0 : clk_cnt + 1'b1);
			if(clk_cnt == 32'd50_000_000) begin
				raddr2 <= raddr2 + 1'b1;
			end
		end
	end
	reg_file reg_i(
		.clk(clk),
		.rst(rst),
		.waddr(sw[5:4]),
		.raddr1(sw[7:6]),
		.raddr2(raddr2),
		.wen(btn[0]),
		.wdata(sw[3:0]),
		.rdata1(led[7:4]),
		.rdata2(led[3:0])
	);
	seg_impl digit_raddr2(
		.num({2'b0, raddr2}),
		.seg(seg)
	);
endmodule
```

==> impl_metrics.toml <==
# yosys + openroad results
[outcome]
status = "complete, no violations"

[die]
ios = 26
initial_core_util_pct = 41.7
chip_area_sq_um = 6990
die_y_um = 83.6
core_area_sq_um = 6390
fp.dieW_um = 83.6
rows = 29

[timing]
fmax_mhz = 301
tightest_slew_ns = 0.594
clock_skew_ns = 0.00689
final_max_slew_viol_count = 0
rsz0062_at_grt = "no"
fin_crit_sh_pct = 75.4
hold_violations = 0
finalSetupViolCount = 0
slew_headroom_pct = 60.0
finalCriticalPeriod_ns = 3.32
setup_tns_ns = 0

[yosys]
edf_count = 12
synth_seq_share_pct = 48.5
syn_inst = 233
avgSynthCellArea_sq_um = 11.4
yosysWarnings = 9
syn_area_sq_um = 2660
yosys.cell_types.count = 46
ys_seq_elements = 50
async_flop_share_pct = 68.0
ys_area_sq_um = 2660
ff_type = "dfrtp_1"
yosysCellCount = 233

[global_route]
grt_pass1_vias = 1776
grt-ovfl-total = 0
grt_usage_pct = 16.0
grt_pass1_wl_mm = 8.71
grt_antenna_before_repair = 0
grt_max_degree = 35

[clock_tree]
cts_resized = 0
cts_sinks = 50
numCtsBuffers = 5
h-tree-depth = 2
post_cts_buffers = 0
clkTransAtPathRegs_ns = 0.10
holdBufCountCts = 0
cts_tree = "yes"
clock_path_buffers = 2
worst_skew_pair.late_latency_ns = 0.31
cts-root-buf = "clkbuf_8"

[routing]
vias_per_cell = 5.17
dr.first_iter.drc_count = 72
top_layer = "met4"
avgRoutedWirePerCell_um = 14.6
diodes = 0
dr.pass1.iters = 4
met1_length_mm = 2.51
vias = 1748
drc_errors = 0
ant_nets = 0
wl_mm = 4.94
route.met2.wl_mm = 2.16
wl_met3_um = 198

[power_and_ir_drop]
ir_drop_mv = 0.162
p_total_uw = 871
power.leakage_nw = 1.22
power_density_nw_per_um2 = 283

[flow_run]
maxCapViolCount = 0
tool_warnings = 28

[critical_path]
slowest_stage = "clkdlybuf4s50_1"
path_max_fanout = 4
startpoint = "sw[6]"
path_cells = "clkdlybuf4s50_1 -> mux4_2 -> clkdlybuf4s50_1"
r2r.worst_path.cells = 7
cp-endpoint = "led[5]"
arrival_ns = 2.44
cp_data_required_time_ns = 3.52
r2r_slack_ns = 2.31
cp_top_family = "buffers and inverters"
start_kind = "input port"
cp_num_cells = 3
path_buffers = 2
worstSetupPathType = "in2out"
r2r_end = "raddr2[0]"
cpMostUsedCell = "clkdlybuf4s50_1"
r2r-start = "clk_cnt[0]"
max_stage_delay_ns = 0.61
endpoint_kind = "output pin"

[final_layout]
nFillCells = 578
drive_above_1_share_pct = 13.0
comb_area_sq_um = 1260
syn_to_final_growth_pct = 15.5
lay_top_count = "dfrtp_1"
fin_util_pct = 48.1
regArea_sq_um = 1290
mostFrequentLayoutCells = "dfrtp_1, clkdlybuf4s50_1, nand2_1"

[placed_design]
io_buffers = 24
gp_congestion = 0.789
detailed_place_hpwl_mm = 3.53

[hold_path]
worstHoldPathType = "reg2reg"
Yosys cell counts (2+ instances only):
| cell type | instances | area, sq um |
|---|---|---|
| nand2_1 | 15 | 56.3 |
| nor4_1 | 5 | 31.3 |
| a21oi_1 | 7 | 35.0 |
| nand4_1 | 9 | 56.3 |
| o21ai_0 | 7 | 35.0 |
| dfxtp_1 | 4 | 80.1 |
| nand3_1 | 8 | 40.0 |
| o31ai_1 | 6 | 45.0 |
| buf_6 | 2 | 22.5 |
| or2_2 | 2 | 12.5 |
| and2_1 | 14 | 87.6 |
| buf_4 | 5 | 37.5 |
| nor2b_1 | 2 | 12.5 |
| nor2_1 | 12 | 45.0 |
| nor3_1 | 5 | 25.0 |
| and3_1 | 3 | 18.8 |
| or3_1 | 3 | 18.8 |
| inv_1 | 14 | 52.6 |
| and4_2 | 2 | 20.0 |
| ha_1 | 5 | 62.6 |
| or4_1 | 5 | 37.5 |
| edfxtp_1 | 12 | 360 |
| xor2_1 | 11 | 96.3 |
| mux4_2 | 8 | 180 |
| nor4_2 | 4 | 50.1 |
| dfrtp_1 | 34 | 851 |
| xnor2_1 | 10 | 87.6 |
logic make-up after synthesis:
logic type	after synthesis	synth area share, %
AND/OR/NAND/NOR	99	24.5
flip-flops	50	48.5
AND-OR/OR-AND	24	5.69
buffers and inverters	24	4.70
XOR/XNOR	21	6.91
multiplexers	9	7.19
adder cells (fa/ha/maj)	5	2.35
other	1	0.141
sequential cells by signal, summed over array words and instances, names as in the netlist:
name	cells
raddr2	2
clk_cnt	32
reg_i.ram	16
layout make-up:
| cell class | count | share of cell area [%] |
|---|---|---|
| flip-flops and latches | 50 | 42.0 |
| clock inverters | 3 | 1.59 |
| well taps | 77 | 3.13 |
| clock buffers | 5 | 2.24 |
| multi-input cells | 163 | 41.0 |
| repair buffers | 26 | 8.30 |
| inverters | 14 | 1.71 |
metrics by stage:
step	setup WS (ns)	instances	hold WS [ns]	area (sq um)
after CTS	1.06	338	0.486	3070
after global routing	0.997	338	0.500	3070
final	1.08	338	0.481	3070
after detailed placement	1.06	330	0.467	2960
after floorplan	2.02	237	0.443	2680
after global placement	1.08	330	0.470	2960
per-layer routing:
| metal | up-vias | GRT usage (%) |
|---|---|---|
| met5 | - | 0 |
| li1 | 896 | - |
| met2 | 30 | 22.3 |
| met4 | 0 | 2.31 |
| met3 | 5 | 3.71 |
| met1 | 817 | 27.6 |
power breakdown:
group	leakage, nW	switching [mW]	internal [mW]
clock	0.0563	0.162	0.173
sequential	0.615	0.00554	0.484
combinational	0.552	0.0167	0.0291
worst reg2reg max path: stages, from the launching register on:
cell and delay, ns:
dfrtp_1 0.43, inv_1 0.07, ha_1 0.13, nor4bb_1 0.28, nand4_1 0.31, nor4_4 0.37
buf_4 0.28, xnor2_1 0.14
worst min path at each step:
stage        endpoint  cells after the start  slack [ns]         from
4_1_cts   clk_cnt[31]                      1        0.49  clk_cnt[31]
5_1_grt   clk_cnt[31]                      1        0.50  clk_cnt[31]
6_report  clk_cnt[31]                      1        0.48  clk_cnt[31]
No activity file was given, so power comes from the tool's default toggle rates.
